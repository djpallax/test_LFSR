File: config.mk
export PLATFORM = sky130hd
export DESIGN_NAME = generador_lfsr
export DESIGN_NICKNAME = generador_lfsr
export VERILOG_FILES = /design/flow/design.v
export SDC_FILE = /design/flow/constraint.sdc
export NUM_CORES = 4
export LEC_CHECK = 1
export CORE_AREA = 10 10 70 70
export DIE_AREA = 0 0 80 80
File: constraint.sdc
current_design generador_lfsr

set clk_period 3.7
set clk_io_pct 0.2

create_clock -name clk0 -period $clk_period [get_ports {clk}]

set non_clock_inputs [all_inputs -no_clocks]
set_input_delay [expr $clk_period * $clk_io_pct] -clock clk0 $non_clock_inputs
set_output_delay [expr $clk_period * $clk_io_pct] -clock clk0 [all_outputs]
File: design.v
module generador_lfsr (
  input wire clk                        ,  
  input wire i_valid                    ,  
  input wire i_rst                      ,  
  input wire i_soft_reset               ,  
  input wire [7:0] i_seed               ,  
  output wire [7:0] o_LFSR
);
reg [7:0] LFSR = 8'h00                           ;   
reg [7:0] seed = 8'h00                           ;   
wire feedback = LFSR[7] ^ (LFSR[6:0]==7'b0000000);   
always @(posedge clk or posedge i_rst)   
begin
    if (i_rst) begin
        LFSR <= seed;                    
    end else if (i_soft_reset) begin 
        LFSR <= i_seed;                  
    end else if (i_valid) begin
        LFSR[0] <= feedback;             
        LFSR[1] <= LFSR[0];
        LFSR[2] <= LFSR[1] ^ feedback;
        LFSR[3] <= LFSR[2] ^ feedback;
        LFSR[4] <= LFSR[3];
        LFSR[5] <= LFSR[4];
        LFSR[6] <= LFSR[5] ^ feedback;
        LFSR[7] <= LFSR[6];
     end 
end
assign o_LFSR = LFSR;  
endmodule
File: run.sh
#!/bin/bash
# OpenROAD 26Q1-2900-gdf79404cd8, Yosys 0.63+post, stock flow scripts
make -C /OpenROAD-flow-scripts/flow DESIGN_CONFIG=/design/flow/config.mk WORK_HOME=/design/flow/orfs finish
==> reports/qor.yml <==
status:
  status: "completed"
worst_setup_path:
  regToRegStartpoint: "LFSR[0]"
  crit_cells: 4
  cp-startpoint: "i_soft_reset"
  reg2reg_slack_ns: 1.99
  critPathRequiredTime_ns: 3.88
  crit_family: "simple AND/OR/NAND/NOR gates"
  cp-endpoint: "LFSR[6]"
  cp_max_fo: 20
  cp-end-kind: "register"
  critPathSlowestCell: "clkdlybuf4s50_1"
  crit_path_max_incr_delay_ns: 0.74
  r2r_cells: 3
  crit_chain: "clkdlybuf4s50_1 -> nor2b_1 -> or4b_4 -> nand4_1"
  critPathLaunchType: "input pin"
  cp.buffers_inverters: 1
  worst-setup-path-type: "input pin to register"
  rr_endpoint: "LFSR[6]"
  cp_data_arrival_time_ns: 2.59
global_routing:
  grt_pass1_wl_um: 2310
  grtUsageTotal_pct: 4.56
  grt_antenna_before_repair: 0
  overflow: 0
  grt_pass1_vias: 459
  grt_max_degree: 21
finish:
  drive_gt1_share_pct: 7.25
  instances_no_fill: 115
  largest_register_ff_count: 8
  reg_top3: "LFSR (8)"
  top_register: "LFSR"
  fillers: 388
  synthToLayoutAreaGrowth_pct: 54.0
route:
  via_count: 457
  wl_per_cell_um: 12.6
  drc: 0
  drt-pass1-iter-count: 4
  avgViaCountPerCell: 3.97
  antenna_left: 0
  drt_first_iter_violations: 116
  drt_wl_total_um: 1440
  antenna_cells: 0
final_timing:
  relSlewSlack_pct: 57.3
  finalSetupTns_ns: 0
  clock_skew_ns: 0.00158
  setup_viol: 0
  tightest_slew_ns: 0.638
  finalHoldViolCount: 0
  fmax_ghz: 0.415
  hold_ws_ns: 0.613
  fin_crit_ns: 2.41
  slew_violations: 0
  fin_crit_sh_pct: 65.2
  rsz0062_at_grt: "no"
floorplanning:
  coreArea_um2: 3420
  pin_count: 20
  num_rows: 21
  fp.dieH_um: 80
  die_x_um: 80
  core_util_floorplan_pct: 14.0
  dieArea_um2: 6400
synth:
  synthArstFlopShare_pct: 100
  synth_top_area_share_pct: 41.8
  syn_inst: 50
  area_leaders: "dfrtp_1, mux2i_1, o21ai_0"
  synth_cell_type_count: 18
  yosysMostFrequentCell: "dfrtp_1"
  yosys_warnings: 1
  ys_ff: 8
  synth.cells.most_frequent: "dfrtp_1, o21ai_0, mux2i_1, nand2_1, nor3b_1"
  yosysTopAreaCell: "dfrtp_1"
  yosys_area_um2: 479
  ys_seq_share_pct: 41.8
  synth-edff-count: 0
  synthesis.area_um2: 479
  synthFlopType: "dfrtp_1"
  ys_cells: 50
  postSynthAreaPerCell_um2: 9.58
clocking:
  cts_setup_buffers: 0
  h-tree-depth: 1
  ctsHoldBuffers: 0
  clkTransAtPathRegs_ns: 0.05
  cts_buffer_depth: 2
  clock_latency_ns: 0.25
  cts_resized: 0
  cts_sinks: 8
  cts_tree: "yes"
  cts_root_buffer: "clkbuf_4"
  cts_made_buffers: 3
flow_run:
  warnings: 25
  drv_cap: 0
power_and_ir_drop:
  p_int_w: 0.000178
  combPwrFrac_pct: 26.5
  power_density_nw_per_um2: 325
  switching_share_pct: 25.9
  p_sw_w: 0.0000621
  ir_drop_mv: 0.0757
  seq_power_share_pct: 46.5
  cellLeakagePower_nw: 0.281
  p_clk_share_pct: 26.9
hold_path:
  hold_path_depth: 2
  hold_class: "register to register"
place:
  numPortBuffers: 19
  gp_congestion: 0.800
  dp_cells: 112
## per-layer routing
layer / vias to the layer above / wire (um) / global-route usage [%]
li1: 229 / - / -
met3: 0 / 136 / 2.84
met1: 212 / 646 / 6.01
met4: 0 / 0 / 0.176
met5: - / 0 / 0
met2: 16 / 661 / 6.50
## power groups by stage
stage	Combinational, W	Sequential, W	Clock (W)
global route	0.0000695	0.000115	0.0000719
finish	0.0000636	0.000111	0.0000646
CTS	0.0000653	0.000112	0.0000679
## layout by cell type, fill, tap and decap left out, drive strengths merged, types with 2 or more instances in the layout
cell and instances:
a21oi 2, a221oi 2, clkbuf 3, clkdlybuf4s50 19
dfrtp 8, mux2i 4, nand2 4, nand3 3
nor2b 3, nor3b 4, nor4bb 3, o21ai 7
## metrics by stage
| step | total power (W) | setup slack [ns] | util (%) | area (um^2) |
|---|---|---|---|---|
| finish | 0.000240 | 1.29 | 21.6 | 738 |
| floorplan | 0.000136 | 2.07 | - | 479 |
| CTS | 0.000245 | 1.34 | 21.6 | 738 |
| global route | 0.000256 | 1.22 | 21.6 | 738 |
| global placement | 0.000178 | 1.17 | 21.0 | 716 |
| detailed placement | 0.000178 | 1.10 | 21.0 | 716 |
## final cells by class
cell class              count  area (um^2)  share of cell area, %
multi-input cells          38          264                   35.8
clock buffers               3         22.5                   3.05
well taps                  46         57.6                   7.80
inverters                   1         3.75                  0.508
repair buffers             19          190                   25.8
flip-flops and latches      8          200                   27.1
## logic make-up (layout without fill, tap and decap cells)
logic type	after synthesis	after routing	share of synthesized area [%]
DFF	8	8	41.8
AOI/OAI and AO/OA	12	12	14.6
and+or+nand+nor	22	22	32.1
muxes	4	4	8.36
buffers and inverters	4	23	3.13
## tightest hold or removal path: stages, from the launching register on
cell and delay, ns:
dfrtp_1 0.40, nand3b_1 0.09, nand4_1 0.08
## how the worst min path moves through the flow
stage | start | endpoint | slack [ns]
after CTS | LFSR[5] | LFSR[6] | 0.62
after global routing | LFSR[5] | LFSR[6] | 0.68
final | LFSR[5] | LFSR[6] | 0.61
No activity file was given, so power comes from the tool's default toggle rates.
