[flow/config.mk]
export PLATFORM = sky130hd
export DESIGN_NAME = checker_lfsr
export DESIGN_NICKNAME = checker_lfsr
export VERILOG_FILES = /design/flow/design.v
export SDC_FILE = /design/flow/constraint.sdc
export NUM_CORES = 4
export LEC_CHECK = 1
export CORE_AREA = 10 10 95 95
export DIE_AREA = 0 0 105 105
[flow/constraint.sdc]
current_design checker_lfsr

set clk_period 4.2
set clk_io_pct 0.2

create_clock -name clk0 -period $clk_period [get_ports {clk}]

set non_clock_inputs [all_inputs -no_clocks]
set_input_delay [expr $clk_period * $clk_io_pct] -clock clk0 $non_clock_inputs
set_output_delay [expr $clk_period * $clk_io_pct] -clock clk0 [all_outputs]
[flow/design.v]
module checker_lfsr (
    input wire clk                        ,  
    input wire i_valid                    ,  
    input wire i_rst                      ,  
    input wire i_soft_reset               ,  
    input wire [7:0] i_lfsr_tocheck       ,  
    output wire o_lock                       
);
reg [2:0] valid                                     ;   
reg [2:0] invalid                                   ;   
reg [7:0] LFSR                                      ;   
wire feedback = LFSR[7] ^ (LFSR[6:0]==7'b0000000)   ;   
reg [7:0] buf_LFSR                                  ;   
reg lock                                            ;   
always @(posedge clk or posedge i_rst) 
begin
    if (i_rst) begin         
        LFSR        <= 8'h00            ;          
        valid       <= 0                ;
        invalid     <= 0                ;
        lock        <= 0                ;
        buf_LFSR    <= 0                ;
    end else if (i_soft_reset) begin 
        LFSR        <= i_lfsr_tocheck   ;          
        valid       <= 0                ;
        invalid     <= 0                ;
        lock        <= 0                ;
    end else if(i_valid) begin
        buf_LFSR <= i_lfsr_tocheck;
        if((lock == 0) && (buf_LFSR != LFSR)) begin      
            LFSR <= i_lfsr_tocheck;	         	 
        end else begin                          	 
            LFSR[0] <= feedback;            		 
            LFSR[1] <= LFSR[0];
            LFSR[2] <= LFSR[1] ^ feedback;
            LFSR[3] <= LFSR[2] ^ feedback;
            LFSR[4] <= LFSR[3];
            LFSR[5] <= LFSR[4];
            LFSR[6] <= LFSR[5] ^ feedback;
            LFSR[7] <= LFSR[6];
        end
        if (buf_LFSR == LFSR)      
        begin
            valid <= valid + 1;  
            invalid <= 0;
            if (valid >= 5)          
            begin
                lock <= 1;
                valid <= 0;
            end
        end else if (buf_LFSR != LFSR)
        begin                        
            valid <= 0;
            invalid <= invalid + 1;
            if (invalid >= 3)
            begin
                lock <= 0;
                invalid <= 0;
            end
        end
    end
end
assign o_lock = lock;
endmodule
[flow/run.sh]
#!/bin/bash
# OpenROAD 26Q1-2900-gdf79404cd8, Yosys 0.63+post, stock flow scripts
make -C /OpenROAD-flow-scripts/flow DESIGN_CONFIG=/design/flow/config.mk WORK_HOME=/design/flow/orfs finish
==> changes_impl.md <==
### Changed

- Setup WS post-layout: 1.45 ns
- Yosys Instances: 145
- 1st-pass router iterations: 4
- Pre-CTS setup slack: 1.16 ns
- Status: finished, final reports clean
- Final instance area: 0.00155 mm²
- Clk buf depth: 2
- Tool warnings: 26
- Crit path DRT: 4.39 ns
- Root buf cell: clkbuf_8
- Total Wirelength: 2.91 mm
- Worst path slowest cell: clkdlybuf4s50_1
- Avg WL per Cell: 11.6 µm
- Leakage: 0.645 nW
- Cell type with the largest total area: dfrtp_1
- Pins Over Slew Limit: 0
- Distinct lib cells: 29
- Combinational share of power: 0.198
- Hold Path Class: flop to flop
- Post-synth area from yosys stat: 0.00129 mm²
- Layout cells sized above 1: 0.0455
- Fillers: 760
- HPWL after DPL: 2.06 mm
- Drc violations: 0
- Slew @ Worst Pin: 0.936 ns
- Netlist Area Pre-Place: 0.00129 mm²
- Largest net degree at the start of global routing: 24
- Fin. Hold Viols: 0
- DRT antenna net count: 0
- Core area: 0.00691 mm²
- Ys flop type: dfrtp_1
- Synth flops: 23
- Cells after DPL: 246
- Final setup viols: 0
- Peak supply drop: 0.0930 mV
- Aoi share: 0.162
- Global-route wire length before repair: 5.01 mm
- RR Endpoint: LFSR[0]
- Worst R2R Start: LFSR[7]
- Post-cts hold buffer count: 0
- Clock sinks: 23
- Mapped Avg Cell Area: 8.92 µm²
- FF-to-FF setup slack: 2.38 ns
- Chip area: 0.0110 mm²
- Max stage delay on crit path: 0.82 ns
- Sw Pwr: 151 µW
- Power Dens Cells: 332 mW/mm²
- Core Rows: 30
- CP cell instances: clkdlybuf4s50_1, inv_1, nor2_1, nand2_1, o211ai_1
- H-tree levels: 1
- GP Congestion: 0.789
- Async set-reset flop share out of synthesis: 1.00
- Port buffer count: 12
- R2R cell count: 6
- Synth top cell by count: nand2_1
- Mux cell area share: 0
- Top cells by area: dfrtp_1 44%, nand2_1 9.6%, xor2_1 8.1%, ha_1 3.9%, nand3_1 3.1%
- Seq pwr share: 0.534
- Initial antenna violation count: 0
- Starting Density: 0.187
- Yosys warning count: 1
- Fin cells: 250
- Synth logic family: simple AND/OR/NAND/NOR gates
- Critical path endpoint category: flop
- Clock slew at reported path FFs: 0.08 ns
- Chip width: 105 µm
- WHS Path Cells: 2
- Area share, top type: 0.445
- Vias in the first global route: 1016
- Late-Pin Clk Latency: 0.26 ns
- Yosys simple share: 0.222
- Most instantiated cells after synthesis: 33 x nand2_1, 23 x dfrtp_1, 12 x xor2_1
- Drt initial violations: 40
- TNS Setup: 0 ns
- CTS Buf Count: 3
- Worst slew margin: 0.374
- XORs/XNORs by Area: 0.0812
- Setup CP Type: input pin to flop
- Clock share of power: 0.269
- Seq share, synth: 0.445
- Critical-path maximum fanout: 15
- Maximum clock frequency: 364 MHz
- Area Growth Syn to Fin: 19.6%
- TritonCTS clock tree: yes
- Hold Path Sink: buf_LFSR[5]
- Gr ovfl total: 0
- WP data arrival: 2.93 ns
- Chip Height: 105 µm
- DP Area: 0.00150 mm²
- Final min period: 2.75 ns
- Hold Crit Start: buf_LFSR[5]
- Max-cap violations: 0
- Fin crit share: 0.654
- EDFF count, synth: 0
- Post-CTS Setup Bufs: 0
- Worst setup SP type: input pin
- PostCTS Resize Cnt: 0
- Gr usage total: 0.0522
- Final Power: 513 µW
- Io pins: 13
- Clock Skew: 0.00280 ns
- P_int: 362 µW
- Post-Synth Adder-Cell Area: 0.0387
- Switching Share: 0.295
- Vias per std cell: 4.24
- Via count of the routed design: 1059
- Syn Inst Count: 145
- RSZ-0062 raised after global routing: false
- Antenna diodes: 0
logic make-up (layout without fill, tap and decap cells):
| logic type | Yosys count | in the layout |
|---|---|---|
| simple gates | 60 | 60 |
| compound gates | 32 | 32 |
| flops | 23 | 23 |
| buf+inv | 14 | 23 |
| xor+xnor | 12 | 12 |
| fa+ha+maj | 4 | 4 |
per-stage QoR:
step	util	hold WS, ns
after floorplan	-	0.465
after global placement	0.218	0.478
after detailed placement	0.218	0.484
after CTS	0.224	0.504
after global routing	0.224	0.529
final	0.224	0.499
state kept, by name, indices dropped and copies added, names as in the netlist:
name,count
LFSR,8
valid,3
buf_LFSR,8
invalid,3
lock,1
worst max-delay path: cells and delay by family:
kind | cells | cell delay, ns
buf+inv | 2 | 1.03
simple gates | 2 | 0.87
compound gates | 1 | 0.18
power groups by stage:
stage / combinational (mW) / sequential [mW] / clock [mW]
4_1_cts: 0.102 / 0.274 / 0.143
5_1_grt: 0.118 / 0.278 / 0.154
6_report: 0.101 / 0.274 / 0.138
cell type report:
type,count,area [µm²],area share
Inverter,5,18.8,0.0121
Timing Repair Buffer,14,135,0.0873
Clock buffer,4,45.0,0.0291
Tap cell,96,120,0.0776
Sequential cell,23,576,0.372
Multi-Input combinational cell,108,653,0.422
how the worst max path moves through the flow:
stage | cells past startpoint | to | slack, ns | start
global route | 5 | LFSR[5] | 1.28 | i_valid
CTS | 5 | LFSR[5] | 1.44 | i_valid
finish | 5 | LFSR[4] | 1.45 | i_valid
layout by cell type (no fill, tap or decap), types with 6 or more instances in the layout:
master,count
nand2_1,33
dfrtp_1,23
xor2_1,12
clkdlybuf4s50_1,12
nand3_1,8
o21ai_0,6
layer usage:
metal	GRT usage	up-vias	part of all wire	routed length [µm]
met4	0.0118	0	0.025	73
met3	0.00994	5	0.053	154
li1	-	526	-	-
met1	0.0766	498	0.50	1470
met2	0.0774	30	0.42	1220
met5	0	-	0	0
Power figures rest on the tool's default switching activity, not on a simulated workload.
